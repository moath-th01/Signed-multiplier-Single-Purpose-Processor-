$ cat flow/config.mk
export PLATFORM = sky130hd
export DESIGN_NAME = Datapath
export DESIGN_NICKNAME = Datapath
export VERILOG_FILES = /design/flow/design.v
export SDC_FILE = /design/flow/constraint.sdc
export NUM_CORES = 4
export LEC_CHECK = 1
export CORE_UTILIZATION = 30
$ cat flow/constraint.sdc
current_design Datapath

set clk_period 4.6
set clk_io_pct 0.2

create_clock -name clk0 -period $clk_period [get_ports {clk}]

set non_clock_inputs [all_inputs -no_clocks]
set_input_delay [expr $clk_period * $clk_io_pct] -clock clk0 $non_clock_inputs
set_output_delay [expr $clk_period * $clk_io_pct] -clock clk0 [all_outputs]
$ cat flow/design.v
module adder(a, b,enable, out);
	parameter N = 16;
	input signed [N-1:0] a;
	input signed [N-1:0] b;
	output reg signed [N-1:0] out;  
  input enable;
	always @(*) begin
	if (enable)	
			   out = a + b;
	end    
endmodule
module subtractor(a, b,enable, out);
	parameter N = 16;
	input signed [N-1:0] a, b;
	output reg signed [N-1:0] out;  
    input enable;
	always @(*) begin
	if (enable)
			   out = a - b;
	    end
endmodule
module control_unit (
    input clk,             
    input reset,           
    input start,           
    input eq1, eq2,        
    input pos1, pos2, neg1, neg2, 
    output reg a_ld,      
    output reg sel1,      
    output reg sel2,
    output reg [1:0] sel3,     
    output reg b_ld,      
    output reg Counter_ld,  
    output reg sub_en,     
    output reg add_en,     
    output reg O_ld,      
    output reg Counter_dec,   
    output reg Right_enable, Left_enable, 
    output reg [1:0] sel_mux_A_sig, sel_mux_B_sig, sel_mux_O_sig 
);
    parameter IDLE = 3'b000;
    parameter LOAD = 3'b001;
    parameter SUBTRACT_1 = 3'b010;
    parameter SUBTRACT_2 = 3'b011;
    parameter ADD = 3'b100;
    parameter SHIFT = 3'b101;    
    parameter OUTCHECK = 3'b110;
    parameter DONE = 3'b111;
    reg [2:0] current_state, next_state; 
    reg check1, check2;
    always @(posedge clk or posedge reset) begin
        if (reset)
            current_state <= IDLE;
        else
            current_state <= next_state; 
    end
    always @(*) begin
        a_ld = 0;
        b_ld = 0;
        Counter_ld = 0;
        O_ld = 0;
        Counter_dec = 0;
        Right_enable = 0;
        Left_enable = 0;
        sel_mux_A_sig = 2'b00;
        sel_mux_B_sig = 2'b00;
        sel_mux_O_sig = 2'b00;
        sel1 = 0;
        sel2 = 0;
        sel3 = 0;
        sub_en = 0;
        add_en = 0;
  if (current_state == IDLE) begin
            if (start) 
                next_state = LOAD; 
            end
  else if (current_state == LOAD) begin
            a_ld = 1;
            sel_mux_A_sig = 2'b00; 
            b_ld = 1;
            sel_mux_B_sig = 2'b00;
            O_ld=1;
            sel_mux_O_sig=2'b00; 
            Counter_ld = 1; 
            next_state = SUBTRACT_1; 
            end
  else if (current_state == SUBTRACT_1) begin
            sel1 = 1'b0;
            if (neg1) begin
                sel3 = 2'b00;
                sub_en = 1'b1;
                sel_mux_A_sig = 2'b10;  
                a_ld = 1;
                check1 = 1;
            end
            else if (pos1) begin
				check1 = 0;
                sub_en = 0;
                sel_mux_A_sig = 2'b00;
                a_ld = 0;
            end
			 next_state = SUBTRACT_2; 
end
 else if (current_state == SUBTRACT_2) begin
            sel2 =1'b0;
            if (neg2) begin
                sel3 = 2'b01;
                sub_en = 1'b1;
                sel_mux_B_sig = 2'b10;  
                b_ld = 1;
                check2 = 1;
            end else if (pos2) begin
			check2 = 0;
                sub_en = 0;
                sel_mux_B_sig = 2'b00;
                b_ld = 0;
            end
              next_state = ADD; 
            end
else if (current_state == ADD) begin
    sel1 = 1'b1;   
    case (eq1)
        1: begin
            next_state = SHIFT;
        end
        0: begin
            add_en = 1;               
            sel_mux_O_sig = 2'b01;    
            O_ld = 1;                 
            next_state = SHIFT;      
        end
    endcase
end
  else if (current_state == SHIFT) begin
            Left_enable = 1;
            Right_enable = 1;
            a_ld = 1;
            sel_mux_A_sig = 2'b01;
            b_ld = 1;
            sel_mux_B_sig = 2'b01;
            Counter_dec = 1;
            sel2 = 1;
            if (eq2) begin 
                next_state = OUTCHECK; 
            end else begin
                next_state = ADD; 
            end
            end
  else if (current_state == OUTCHECK) begin
            if (check1 != check2) begin
                sub_en = 1;
                sel3 = 2'b10;
                O_ld = 1;
                sel_mux_O_sig = 2'b10;
                next_state = DONE;
            end else 
                next_state = DONE;
            end
  else if (current_state == DONE) begin
            end
            end
endmodule
module Counter_reg (Counter_in, Counter_ld, clk, reset, Counter_dec, Counter_out);
	input [3:0]Counter_in;
	input Counter_ld, Counter_dec, clk, reset;
	output reg [3:0]Counter_out;
	always @(posedge clk or posedge reset) begin
		if (reset)
			Counter_out <= 4'b0;
		else if (Counter_ld)
			Counter_out <= Counter_in;
		else if (Counter_dec && Counter_out > 0)
			Counter_out <= Counter_out - 1;
	end
endmodule
module Datapath #(parameter N = 8) (
    input [N-1:0] a_in,         
    input [N-1:0] b_in,         
	output [2*N-1:0] result,  
    input clk,                  
    input reset,                
    input start                 
);
    reg [3:0]Counter = 8;      
    wire a_ld, b_ld, O_ld;
    wire Counter_ld, Counter_dec;
    wire sel1, sel2;
    wire [1:0] sel3;
    wire Right_enable, Left_enable; 
    wire [1:0] sel_mux_A_sig, sel_mux_B_sig, sel_mux_O_sig;
    wire sub_en, add_en;
    wire pos1, neg1, eq1;
    wire pos2, neg2, eq2;
    wire [2*N-1:0] Left_out, Right_out, Sub_out;  
    wire [3:0] out_Counter;
    wire [2*N-1:0] out_a, out_b;  
    wire [2*N-1:0] out_out, add_out;  
    wire [2*N-1:0] mux1_out, mux2_out, mux3_out;  
    reg  [2*N-1:0] a, b;  
    reg  [2*N-1:0] O;     
	reg [2*N-1:0] O_in = 0;
	assign result = out_out;
    control_unit control (
        .clk(clk),
        .reset(reset),
        .start(start),  
        .eq1(eq1),
        .eq2(eq2),
        .pos1(pos1), 
        .pos2(pos2),
        .neg1(neg1),
        .neg2(neg2),
        .a_ld(a_ld),
        .b_ld(b_ld),
        .Counter_ld(Counter_ld),
        .sub_en(sub_en),
        .add_en(add_en),
        .O_ld(O_ld),
        .Counter_dec(Counter_dec),
        .Right_enable(Right_enable),
        .Left_enable(Left_enable),
        .sel_mux_A_sig(sel_mux_A_sig),
        .sel_mux_B_sig(sel_mux_B_sig),
        .sel_mux_O_sig(sel_mux_O_sig),
        .sel1(sel1),
        .sel2(sel2),
        .sel3(sel3)
    );
    always @(*) begin
        case (sel_mux_A_sig)
            2'b00: a = {{8{a_in[7]}}, a_in};  
            2'b01: a = Left_out;              
            2'b10: a = Sub_out;
			2'b11: a = out_a;					 
        endcase
    end
    always @(*) begin
        case (sel_mux_B_sig)
            2'b00: b = {{8{b_in[7]}}, b_in};  
            2'b01: b = Right_out;             
            2'b10: b = Sub_out;
			2'b11: b = out_b;				 
        endcase
    end
    always @(*) begin
        case (sel_mux_O_sig)
            2'b00: O = O_in;                  
            2'b01: O = add_out;               
            2'b10: O = {8'b0, Sub_out};  
			2'b11: O = out_out;				 
        endcase
    end
    inp_reg #(.N(2*N)) reg_a (
        .inp_in(a),
        .inp_ld(a_ld),
        .clk(clk),
        .reset(reset),
        .inp_out(out_a)
    );
    inp_reg #(.N(2*N)) reg_b (
        .inp_in(b),
        .inp_ld(b_ld),
        .clk(clk),
        .reset(reset),
        .inp_out(out_b)
    );
    Counter_reg Counter1 (
        .Counter_in(Counter),
        .Counter_ld(Counter_ld),
        .clk(clk),
        .reset(reset),
        .Counter_out(out_Counter),
        .Counter_dec(Counter_dec)
    );
    mux2to1 #(.N(2*N)) mux1 (
        .a(out_a),
        .b({15'b0, out_b[0]}),
        .sel(sel1),
        .out(mux1_out)
    );
    mux2to1 #(.N(2*N)) mux2 (
        .a(out_b),
        .b({11'b0, out_Counter}),
        .sel(sel2),
        .out(mux2_out)
    );
    mux4to1 #(.N(2*N)) mux3 (
        .a(out_a),
        .b(out_b),
        .c(out_out),
        .d(16'b0),
        .sel(sel3),
        .out(mux3_out)
    );
    comparator #(.N(N)) comp1 (
        .inp1(mux1_out),
        .inp2(8'b0),
        .inp_positive(pos1),
        .inp_negative(neg1),
        .inp_equal(eq1)
    );
    comparator #(.N(N)) comp2 (
        .inp1(mux2_out),
        .inp2(8'b0),
        .inp_positive(pos2),
        .inp_negative(neg2),
        .inp_equal(eq2)
    );
    subtractor #(.N(2*N)) sub1 (
        .a(16'b0),
        .b(mux3_out),
        .out(Sub_out),
        .enable(sub_en)
    );
    adder #(.N(2*N)) add1 (
        .a(out_out),
        .b(out_a),
        .out(add_out),
        .enable(add_en)
    );
    shifter #(.N(2*N)) Right (
        .shift_dir(1'b1),
        .shift_in(out_b),
        .clk(clk),
        .reset(reset),
        .enable(Right_enable), 
        .shift_out(Right_out)
    );
    shifter #(.N(2*N)) LEFT (
        .shift_dir(1'b0),
        .shift_in(out_a), 
        .clk(clk),
        .reset(reset),
        .enable(Left_enable),
        .shift_out(Left_out)
    );
    out_reg #(.N(2*N)) OUTPUT (
        .out_in(O),
        .out_ld(O_ld),
        .clk(clk), 
        .out_out(out_out)
    );
endmodule
module mux2to1( a, b, sel, out);
  parameter N=8;
  input [N-1:0]a;
  input [N-1:0] b;
  input sel;        
  output reg [N-1:0] out;         
  always @(*) begin
    if (sel) 
      out = b;       
    else 
      out = a;       
  end
endmodule
module mux4to1 #(parameter N=8) (
    input [N-1:0] a,    
    input [N-1:0] b,    
    input [N-1:0] c,    
    input [N-1:0] d,    
    input [1:0] sel,    
    output reg [N-1:0] out   
);
    always @(*) begin
        case (sel)
            2'b00: out = a;    
            2'b01: out = b;    
            2'b10: out = c;    
            2'b11: out = d;    
            default: out = d;  
        endcase
    end
endmodule
module comparator( inp1, inp2, inp_positive, inp_negative,inp_equal);
	parameter N = 16;
	input signed [N-1:0]inp1, inp2;
	output  inp_positive, inp_negative,inp_equal;
	assign inp_positive = (inp1 > inp2); 
	assign inp_negative = (inp1 < inp2); 
	assign inp_equal = (inp1 == inp2);
endmodule
module inp_reg (inp_in, inp_out, inp_ld, clk, reset);
	parameter N = 8;
	input signed [N-1:0] inp_in;
	input inp_ld, clk, reset;
	output reg signed [N-1:0] inp_out;
	always @(posedge clk or posedge reset) begin
		if (reset)
			inp_out <= 0;   
		else if (inp_ld)
			inp_out <= inp_in;   
	end
endmodule
module out_reg (out_in, out_ld, clk, out_out);
	parameter N = 8;
	input signed [N-1:0] out_in;   
	input out_ld, clk;
	output reg signed [N-1:0] out_out;   
	always @(posedge clk) begin
		if (out_ld)
			out_out <= out_in;   
	end
endmodule
module shifter(shift_dir, shift_in, clk, reset,enable, shift_out);
	parameter N = 8;
	input [N-1:0] shift_in;	
	input shift_dir, clk, reset,enable;
	output reg [N-1:0] shift_out;
	always @(negedge clk or posedge reset) begin
        if (reset)
            shift_out <= 8'b0;               
        else if (enable) begin
            if (shift_dir)
                shift_out <= shift_in >> 1;         
            else
                shift_out <= shift_in << 1;         
        end
    end
endmodule
$ cat flow/run.sh
#!/bin/bash
# OpenROAD 26Q1-2900-gdf79404cd8, Yosys 0.63+post, stock flow scripts
make -C /OpenROAD-flow-scripts/flow DESIGN_CONFIG=/design/flow/config.mk WORK_HOME=/design/flow/orfs finish
==> job_summary.md <==
### Metrics collected by this job

| Metric | Value |
|---|---|
| EDFF count, synth | 16 |
| Total track usage | 0.157 |
| Antenna violations before repair | 0 |
| Inst Count DP | 871 |
| Largest net degree at the start of global routing | 70 |
| Die Area | 20100 sq um |
| Worst EP required | 2.49 ns |
| Worst path max stage delay | 0.50 ns |
| Worst Skew | 0.00942 ns |
| Fin. Hold Viols | 0 |
| DRT iter0 DRCs | 292 |
| Endpoints left unconstrained | 40 |
| Yosys chip area | 5870 sq um |
| Register pins left without a clock | 37 |
| Layout Cells excl Fill | 887 |
| Final tally of setup violations | 0 |
| Flops after synth | 122 |
| Final wirelength | 14.7 mm |
| Hold Buf Count CTS | 0 |
| Mapped cell area | 5870 sq um |
| Relative slew slack | 0.447 |
| Detailed-placement wirelength estimate | 10.7 mm |
| Part of the power in registers | 0.481 |
| H-tree Lvls | 3 |
| Setup Fix Bufs, Post-CTS | 0 |
| Distinct cell type count after synthesis | 62 |
| Psw | 471 uW |
| Placeable Area | 19000 sq um |
| Logic pwr share | 0.126 |
| Worst-Margin Slew | 0.828 ns |
| CP arrival | 1.85 ns |
| CP max-delay cell | dfrtp_1 |
| Ant. Diodes | 0 |
| Tool warnings | 31 |
| Fraction of layout instances using a drive strength above 1 | 0.100 |
| Routability Congestion | 0.856 |
| Sw frac | 0.269 |
| Vias in the first global route | 4203 |
| Pre-Place Util | 0.309 |
| IO Count | 35 |
| Clk buf depth | 2 |
| I/O Buffers | 34 |
| VDD IR-drop max | 0.191 mV |
| Max cap viols | 0 |
| First-pass GRT wire length | 23.7 mm |
| R2R Setup Slk | 0.63 ns |
| Total number of vias | 4409 |
| Final slew viol count | 0 |
| Static Leak | 2.87 nW |
| CP Launch Type | flop |
| Commonest Layout Cell | nand2_1 |
| Vias/cell | 4.97 |
| Yosys Instances | 606 |
| Clock Tree Root | clkbuf_16 |
| Critical path cell sequence | nor2b_1 -> nand2_1 -> buf_4 -> mux2_2 |
| Wire per inst | 16.6 microns |
| Post-Route Setup TNS | 0 ns |
| Status | complete, no violations |
| DRT antenna net count | 0 |
| Syn Area/Cell | 9.68 sq um |
| Critical Path Sink Type | flop |
| Worst Setup Path Type | flop to flop |
| Internal power | 1.28 mW |
| 1st-pass router iterations | 4 |
| DRC Markers | 0 |
| Worst Path Max Fanout | 23 |
| RSZ-0062 raised after global routing | false |
| Final Util | 0.355 |
| Late-Pin Clk Latency | 0.34 ns |
| Ys async rst share | 0.566 |
| CTS tree | done |
| PD cells | 260 nW/um^2 |
| Die Span Y | 142 microns |
| Row cnt | 50 |
| Yosys warns | 13 |
| Synthesis-to-layout area growth | 14.7% |
| Mapped Cells | 606 |
| Reg clk slew, reported paths | 0.06 ns |
| Clk pwr share | 0.393 |
| Worst Hold Class | flop to flop |
| GRT Residual Overflow | 0 |
| Main synth FF type | dfrtp_1 |
| Post_cts resized | 0 |
| Die width | 142 microns |
| CTS Buf Count | 9 |
| Most frequent cells in the layout | 76 x nand2_1, 48 x nor2_1, 39 x dfrtp_1 |
cell families (layout without fill, tap and decap cells):
kind of cell    Yosys count  in the layout  synth area share
fa+ha+maj                27             27            0.0589
mux                      30             30            0.0567
compound gates          157            157             0.183
simple gates            185            185             0.150
buf+inv                  58             79            0.0410
latches                  37             37            0.0947
xor+xnor                 27             27            0.0403
flops                    85             85             0.376
layout make-up:
class	instances	area, sq um
Fill cell	1927	12200
Multi-Input combinational cell	426	2870
Sequential cell	122	2760
Timing Repair Buffer	42	413
Tap cell	260	325
Clock buffer	9	225
Inverter	21	85.1
Clock inverter	7	46.3
power groups by stage:
stage,clock [mW],combinational (mW),sequential (mW)
4_1_cts,0.706,0.221,0.842
6_report,0.687,0.220,0.842
5_1_grt,0.733,0.248,0.845
path summary, 6_finish.rpt:
check	startpoint	end	depth (start not counted)
max	control.current_state[0]$_DFF_PP0_	LEFT.shift_out[12]$_DFFE_NP0P_	4
min	LEFT.shift_out[10]$_DFFE_NP0P_	LEFT.shift_out[10]$_DFFE_NP0P_	2
max reg2reg	control.current_state[0]$_DFF_PP0_	LEFT.shift_out[12]$_DFFE_NP0P_	4
min reg2reg	LEFT.shift_out[10]$_DFFE_NP0P_	LEFT.shift_out[10]$_DFFE_NP0P_	2
max in group asynchronous	reset	Right.shift_out[13]$_DFFE_NP0P_	3
min in group asynchronous	reset	reg_b.inp_out[1]$_DFFE_PP0P_	3
routing by layer:
metal / global-route usage / up-vias / wire [microns]
met5: 0 / - / 0
met4: 0.0119 / 0 / 146
met3: 0.0230 / 8 / 697
met2: 0.247 / 92 / 6990
met1: 0.246 / 2102 / 6900
li1: - / 2207 / -
per-stage QoR:
step	cell area, sq um	total power [mW]	hold slack, ns	setup slack, ns
final	6730	1.75	0.424	0.635
after detailed placement	6450	1.08	0.423	0.650
after global routing	6730	1.83	0.451	0.527
after floorplan	5870	1.01	0.407	0.508
after global placement	6450	1.07	0.424	0.674
after CTS	6730	1.77	0.429	0.637
cell usage after synthesis, types with 4 or more instances:
master / count / share of area
nand2_1: 76 / 0.049
nor2_1: 48 / 0.031
dfrtp_1: 39 / 0.17
a21oi_1: 34 / 0.029
dlxtp_1: 32 / 0.082
a22oi_1: 30 / 0.038
dfrtn_1: 30 / 0.13
clkbuf_1: 29 / 0.019
o21ai_0: 29 / 0.025
ha_1: 26 / 0.055
mux2_2: 26 / 0.050
inv_1: 18 / 0.012
o31ai_1: 18 / 0.023
xnor2_1: 18 / 0.027
a221oi_1: 17 / 0.025
edfxtp_1: 16 / 0.082
xor2_1: 9 / 0.013
nor3_1: 8 / 0.0068
and2_1: 7 / 0.0075
nor4_1: 7 / 0.0075
a221o_1: 6 / 0.010
nor2b_1: 6 / 0.0064
a21o_1: 5 / 0.0064
dlxtn_1: 5 / 0.013
mux2i_1: 4 / 0.0068
nand2b_1: 4 / 0.0043
nand3_1: 4 / 0.0034
nor3b_1: 4 / 0.0051
worst max-delay path, delay by kind of cell (launching register included):
family,cells,cell delay (ns)
and+or+nand+nor,2,0.33
buffers and inverters,1,0.31
muxes,1,0.37
DFF,1,0.50
Power and IR drop assume default switching activity.
